### flow/design.v
`timescale 1ns / 1ps
module Parametric_mux#(parameter mem_width = 16, parameter mem_depth = 16)(
    input [$clog2(mem_depth)-1 : 0] addr,
    input [mem_width*mem_depth-1 : 0] data_in,
    output [mem_width-1 : 0] data_out );
    wire [mem_width-1:0]inside[0:mem_depth-1] ;
    genvar i ;
    generate 
        for(i = 0; i < mem_depth; i=i+1) begin
             assign inside[i] = data_in[(i+1)*mem_width-1 : i*mem_width]; 
        end 
    endgenerate
    assign data_out = inside[addr];
endmodule
`timescale 1ns / 1ps
module Data_organizer#(parameter size = 32)(
    input [size-1 : 0 ] data_in,
    input [2:0] Type_sel,
    output [size-1 : 0] data_out);
    wire [size-1 : 0] mask1;
    wire [size-1 : 0] mask2;
    wire [1 : 0] size_sel;
    wire sign;
    assign size_sel = Type_sel[1:0];
    assign sign = ~Type_sel[2];
    defparam MUX_mask1.mem_depth = 4;
    defparam MUX_mask1.mem_width = size;
    defparam MUX_mask2.mem_depth = 4;
    defparam MUX_mask2.mem_width = size; 
    Parametric_mux MUX_mask1(
        .addr(size_sel),
        .data_in({{size{1'b1}},{size{1'b1}}, {(size/2){1'b0}},{(size/2){1'b1}}, {(size*3/4){1'b0}}, {(size/4){1'b1}}}),
        .data_out(mask1));
    Parametric_mux MUX_mask2(
        .addr(size_sel),
        .data_in({{size{1'b0}},{size{1'b0}}, {(size/2){(sign&data_in[15])}},{(size/2){1'b0}}, {(size*3/4){(sign&data_in[7])}}, {(size/4){1'b0}}}),
        .data_out(mask2));
    assign data_out = (mask1 & data_in) | mask2; 
endmodule
### flow/run.sh
#!/bin/bash
# OpenROAD 26Q1-2900-gdf79404cd8, Yosys 0.63+post, stock flow scripts
make -C /OpenROAD-flow-scripts/flow DESIGN_CONFIG=/design/flow/config.mk WORK_HOME=/design/flow/orfs finish
### flow/config.mk
export PLATFORM = sky130hd
export DESIGN_NAME = Data_organizer
export DESIGN_NICKNAME = Data_organizer
export VERILOG_FILES = /design/flow/design.v
export SDC_FILE = /design/flow/constraint.sdc
export NUM_CORES = 4
export LEC_CHECK = 1
export CORE_AREA = 10 10 70 70
export DIE_AREA = 0 0 80 80
### flow/constraint.sdc
current_design Data_organizer

set clk_period 2.3
set clk_io_pct 0.2

create_clock -name clk0 -period $clk_period

set non_clock_inputs [all_inputs -no_clocks]
set_input_delay [expr $clk_period * $clk_io_pct] -clock clk0 $non_clock_inputs
set_output_delay [expr $clk_period * $clk_io_pct] -clock clk0 [all_outputs]
==> impl_metrics.ini <==
; implementation run metrics
[logic_synthesis]
synth_cell_types = 9
yosys_warnings = 1
common_cells = nand2_1, o21ai_0, buf_4, clkbuf_1, buf_6
most_common_cell = nand2_1
synth_area_um2 = 356.6
syn_avg_cell_area_um2 = 5.322
synthCells = 67
ys_seq_frac = 0
synth_stat.cells = 67
top_area_frac = 0.3228
area_leaders = o21ai_0, nand2_1, buf_4
top_area_cell = o21ai_0
ys_area_um2 = 356.6

[final_layout]
drive_above_1_share = 0.1593
area_growth_pct = 151.6
instances_no_fill = 159
register_area_um2 = 0
flops = 0
nClkBuffers = 0

[floorplan]
core-area_mm2 = 0.003416
top_level_ports = 67
die-width_um = 80
fp-utilization = 0.1044
rows = 21
dieHeight_um = 80
chip_area_mm2 = 0.006400

[final_timing]
fmaxAchievable_ghz = 0.4462
rsz0062_at_grt = false
drv_slew = 0
period_minus_slack_ns = 2.241
setup_viol = 0
timing_hold_violations_final = 0
maxSlewHeadroom = 0.8423
tightest_slew_ns = 0.2340
fin_crit_sh = 0.9744

[global_route]
grt_busiest_layer = met2
grt_pass1_vias = 606
grt_max_degree = 20
global_route.usage.met1 = 0.06992
grt-ovfl-total = 0
grtUsageMet2 = 0.09069
track_usage = 0.05543
grt_pass1_wl_um = 2946
antenna_found_initial = 0
use_met3 = 0.02386

[drt]
drtPass1Iterations = 3
drcViolationCount = 0
diodes = 0
via_per_inst = 3.686
vias = 586
drt_iter0_drc = 16
final_antenna_net_count = 0
routedWlPerCell_um = 12.31
wl_um = 1957

[place]
gp_congestion = 0.7691
place.port_buffers = 53
placed_cells = 156
hpwl_um = 1618

[critical_path]
critical_path.top_delay_family = buffers and inverters
path_max_fanout = 6
slowest_delay_ns = 0.54
end_kind = output port
arrival_ns = 1.78
cp_cell_sequence = dlygate4sd2_1 > or4b_4 > nand2_2 > clkdlybuf4s50_1
critical-path-slowest-cell = or4b_4
critPathLaunchType = primary input
crit_required_ns = 1.84
crit_type = primary input to output port
critical_path_buf_inv_count = 2

[clocking]
postCtsHoldBufs = 0

[hold_path]
min_path_type = primary input to output port

[status]
status = finished clean

[power_and_ir_drop]
leakage_nw = 0.3780
p_total_mw = 0.1602
vdd_drop_max_v = 0.00005569
cellPowerDensity_mw_per_mm2 = 178.6

[flow_run]
tool_warnings = 33
cap_violations = 0
==> through the flow <==
stage	instance area, µm²	TNS, ns	hold WS [ns]	utilization	worst slack (ns)
final	897.1	0	0.9200	0.2626	0.05890
after global routing	897.1	0	0.9200	0.2626	0.02146
after CTS	899.6	-0.02583	0.9200	0.2634	-0.01649
after detailed placement	877.1	-5.760	0.9200	0.2568	-0.2821
after global placement	877.1	-5.380	0.9200	0.2568	-0.2827
after floorplan	356.6	0	0.9764	-	0.5680
==> cell families (layout without fill, tap and decap cells) <==
| kind of cell | after synthesis | in the layout | synth area share |
|---|---|---|---|
| AND/OR/NAND/NOR | 26 | 26 | 0.3088 |
| multiplexers | 1 | 1 | 0.03859 |
| AND-OR/OR-AND | 24 | 24 | 0.3368 |
| buffers and inverters | 16 | 62 | 0.3158 |
==> report_power, final <==
group          internal (mW)  switching, mW  leakage (nW)
logic                  0.112         0.0480         0.378
registers                  0              0             0
clock network              0              0             0
total                  0.112         0.0480         0.378
==> worst paths after layout <==
path	start	endpoint	slack (ns)	depth (start not counted)
worst min-delay path	data_in[0]	data_out[0]	0.92	0
worst max-delay path	Type_sel[2]	data_out[8]	0.06	4
==> cell type report <==
cell class / instances / area (µm²)
Fill cell: 367 / 2519
Multi-Input combinational cell: 51 / 265.3
Tap cell: 46 / 57.56
Timing Repair Buffer: 62 / 574.3
==> cell usage in the layout, fill, tap and decap left out, types with 2 or more instances in the layout <==
cell type         n
o21ai_0          15
buf_4             8
dlygate4sd2_1     9
clkbuf_2          2
o21ai_1           9
nand2_1          20
clkdlybuf4s50_1  42
nand2_2           4
==> metal layers <==
| metal | vias to the layer above | share of wire | routed length [µm] |
|---|---|---|---|
| li1 | 306 | - | - |
| met1 | 250 | 0.43 | 846 |
| met2 | 30 | 0.45 | 873 |
| met3 | 0 | 0.12 | 238 |
| met4 | 0 | 0 | 0 |
| met5 | - | 0 | 0 |
==> timing repair <==
item                                    4_1_cts  5_1_grt
gates cloned                                  1        0
gates resized                                26        4
endpoints found under the hold margin         0        0
pin swaps                                     7        1
buffers inserted                              1        1
endpoints found under the setup margin       24        6
Power and IR drop assume default switching activity.
